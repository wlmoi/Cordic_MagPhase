[/design/flow/run.sh]
#!/bin/bash
# OpenROAD 26Q1-2900-gdf79404cd8, Yosys 0.63+post, stock flow scripts
make -C /OpenROAD-flow-scripts/flow DESIGN_CONFIG=/design/flow/config.mk WORK_HOME=/design/flow/orfs finish
[/design/flow/config.mk]
export PLATFORM = sky130hd
export DESIGN_NAME = cordic_magphase
export DESIGN_NICKNAME = cordic_magphase
export VERILOG_FILES = /design/flow/design.v
export SDC_FILE = /design/flow/constraint.sdc
export NUM_CORES = 4
export LEC_CHECK = 1
export CORE_UTILIZATION = 50
[/design/flow/constraint.sdc]
current_design cordic_magphase

set clk_period 28.1
set clk_io_pct 0.2

create_clock -name clk0 -period $clk_period [get_ports {clk}]

set non_clock_inputs [all_inputs -no_clocks]
set_input_delay [expr $clk_period * $clk_io_pct] -clock clk0 $non_clock_inputs
set_output_delay [expr $clk_period * $clk_io_pct] -clock clk0 [all_outputs]
[/design/flow/design.v]
module cordic_magphase #(
    parameter integer INPUT_WIDTH      = 16,
    parameter integer INT_WIDTH        = 32,
    parameter integer ITERATIONS       = 32,
    parameter integer GAIN_FRAC_BITS   = 28,
    parameter integer OUTPUT_FRAC_BITS = 14
) (
    input  wire                          clk,
    input  wire                          rst_n,
    input  wire                          start,
    input  wire signed [INPUT_WIDTH-1:0] x_in,
    input  wire signed [INPUT_WIDTH-1:0] y_in,
    output reg                           busy,
    output reg                           done,
    output reg  signed [INT_WIDTH-1:0]   magnitude,
    output reg  signed [INT_WIDTH-1:0]   phase
);
    localparam IDLE         = 2'd0;
    localparam ITERATE      = 2'd1;
    localparam POST_PROCESS = 2'd2;
    localparam DONE_STATE   = 2'd3;
    reg [1:0] state, state_next;
    reg signed [INT_WIDTH-1:0] x_reg, y_reg, x_next, y_next;
    reg signed [INT_WIDTH-1:0] z_reg, z_next;
    reg [5:0]                  iter_cnt, iter_cnt_next;
    reg signed [1:0] pi_correction, pi_correction_next;  
    localparam [31:0] PI_CONST32    = 32'h3243F6A8;  
    localparam [31:0] TWOPI_CONST32 = 32'h6487ED51;  
    localparam [31:0] K_INV32       = 32'd162600000;
    localparam signed [INT_WIDTH-1:0] PI_CONST    = {{(INT_WIDTH-32){PI_CONST32[31]}}, PI_CONST32};
    localparam signed [INT_WIDTH-1:0] TWOPI_CONST = {{(INT_WIDTH-32){TWOPI_CONST32[31]}}, TWOPI_CONST32};
    localparam signed [INT_WIDTH-1:0] K_INV       = {{(INT_WIDTH-32){K_INV32[31]}}, K_INV32};
    function signed [31:0] atan_lut;
        input [4:0] idx;
        begin
            case (idx)
                4'd0:  atan_lut = 32'sh0C90FDAA;
                4'd1:  atan_lut = 32'sh076B19C1;
                4'd2:  atan_lut = 32'sh03EB6EBF;
                4'd3:  atan_lut = 32'sh01FD5BA9;
                4'd4:  atan_lut = 32'sh00FFAAE0;
                4'd5:  atan_lut = 32'sh007FF55B;
                4'd6:  atan_lut = 32'sh003FFEA8;
                4'd7:  atan_lut = 32'sh001FFFDA;
                4'd8:  atan_lut = 32'sh000FFFEF;
                4'd9:  atan_lut = 32'sh0007FFFF;
                4'd10: atan_lut = 32'sh0003FFFF;
                4'd11: atan_lut = 32'sh0001FFFF;
                4'd12: atan_lut = 32'sh0000FFFF;
                4'd13: atan_lut = 32'sh00007FFF;
                4'd14: atan_lut = 32'sh00003FFF;
                4'd15: atan_lut = 32'sh00001FFF;  
                5'd16: atan_lut = 32'sh00000FFF;  
                5'd17: atan_lut = 32'sh000007FF;  
                5'd18: atan_lut = 32'sh000003FF;  
                5'd19: atan_lut = 32'sh000001FF;  
                5'd20: atan_lut = 32'sh000000FF;  
                5'd21: atan_lut = 32'sh0000007F;  
                5'd22: atan_lut = 32'sh0000003F;  
                5'd23: atan_lut = 32'sh0000001F;  
                5'd24: atan_lut = 32'sh0000000F;  
                5'd25: atan_lut = 32'sh00000007;  
                5'd26: atan_lut = 32'sh00000003;  
                5'd27: atan_lut = 32'sh00000001;  
                default: atan_lut = 32'sh00000000;  
            endcase
        end
    endfunction
    wire signed [47:0] mag_prod = x_reg * K_INV;  
    wire signed [INT_WIDTH-1:0] mag_corr = mag_prod >>> GAIN_FRAC_BITS;
    reg  signed [INT_WIDTH-1:0] phase_tmp;
    always @(posedge clk or negedge rst_n) begin
        if (!rst_n) begin
            state     <= IDLE;
            busy      <= 1'b0;
            done      <= 1'b0;
            x_reg     <= 0;
            y_reg     <= 0;
            z_reg     <= 0;
            iter_cnt  <= 0;
            magnitude <= 0;
            phase     <= 0;
            pi_correction <= 2'sd0;
        end else begin
            state    <= state_next;
            x_reg    <= x_next;
            y_reg    <= y_next;
            z_reg    <= z_next;
            iter_cnt <= iter_cnt_next;
            pi_correction <= pi_correction_next;
            busy     <= (state_next != IDLE) && (state_next != DONE_STATE);
            done     <= (state_next == DONE_STATE);
            if (state_next == DONE_STATE) begin
                magnitude <= ((mag_corr < 0) ? -mag_corr : mag_corr) << OUTPUT_FRAC_BITS;
                case (pi_correction)
                    -2'sd1: phase_tmp = z_next - PI_CONST;
                    2'sd0:  phase_tmp = z_next;
                    default: phase_tmp = z_next + PI_CONST;
                endcase
                if (phase_tmp > PI_CONST)
                    phase_tmp = phase_tmp - TWOPI_CONST;
                else if (phase_tmp < -PI_CONST)
                    phase_tmp = phase_tmp + TWOPI_CONST;
                phase <= phase_tmp;
            end
        end
    end
    always @* begin
        state_next          = state;
        x_next              = x_reg;
        y_next              = y_reg;
        z_next              = z_reg;
        iter_cnt_next       = iter_cnt;
        pi_correction_next  = pi_correction;
        case (state)
            IDLE: begin
                if (start) begin
                    x_next = {{(INT_WIDTH-INPUT_WIDTH){x_in[INPUT_WIDTH-1]}}, x_in};
                    y_next = {{(INT_WIDTH-INPUT_WIDTH){y_in[INPUT_WIDTH-1]}}, y_in};
                    if (x_next < 0) begin
                        x_next = -x_next;
                        y_next = -y_next;
                        pi_correction_next = (y_next >= 0) ? 2'sd1 : -2'sd1;
                    end else begin
                        pi_correction_next = 2'sd0;
                    end
                    z_next        = 0;
                    iter_cnt_next = 0;
                    state_next    = ITERATE;
                end
            end
            ITERATE: begin
                if (iter_cnt < ITERATIONS) begin
                    if (y_reg >= 0) begin
                        x_next = x_reg + (y_reg >>> iter_cnt);
                        y_next = y_reg - (x_reg >>> iter_cnt);
                        z_next = z_reg + atan_lut(iter_cnt[4:0]);
                    end else begin
                        x_next = x_reg - (y_reg >>> iter_cnt);
                        y_next = y_reg + (x_reg >>> iter_cnt);
                        z_next = z_reg - atan_lut(iter_cnt[4:0]);
                    end
                    iter_cnt_next = iter_cnt + 1'b1;
                    if (iter_cnt == ITERATIONS-1)
                        state_next = POST_PROCESS;
                end else begin
                    state_next = POST_PROCESS;
                end
            end
            POST_PROCESS: begin
                state_next = DONE_STATE;
            end
            DONE_STATE: begin
                state_next = IDLE;
            end
            default: state_next = IDLE;
        endcase
    end
endmodule
==> flow_summary.json <==
{
  "cp-end-kind": "flip-flop",
  "rows": 91,
  "cts_htree_levels": 4,
  "yosys_register_bits": 160,
  "numCtsBuffers": 17,
  "path_clk_slew_ns": 0.08,
  "yosysWarningCount": 1,
  "place.port_buffers": 86,
  "nFillCells": 5486,
  "fin_crit_ns": 11.97,
  "numPlacedInstances": 4595,
  "slew-limit-headroom": 0.435,
  "fraction_of_layout_cells_with_a_size_suffix_above_1": 0.0707,
  "ioPinCount": 101,
  "post-route-period-util": 0.426,
  "chip_area_yosys_um2": 31100,
  "num_vias": 28600,
  "worst_slew_pin_tran_ns": 0.847,
  "layout-area-overhead-vs-synth_pct": 7.29,
  "dr.pass1.iters": 6,
  "path_type_of_the_worst_min_delay_path": "flip-flop to flip-flop",
  "rsz0062_at_grt": "false",
  "initCoreUtil": 0.504,
  "routed_wirelength_um": 100000,
  "detail_route.iter0.violations": 2035,
  "result_of_the_run": "finished clean",
  "totalNegativeSetupSlack_ns": 0,
  "postSynthCellCount": 3777,
  "log.warning_count": 41,
  "initial_antenna_violation_count": 0,
  "grt_max_degree": 65,
  "arrival_ns": 12.36,
  "cts.sinks": 160,
  "non_filler_instances": 4627,
  "die_y_extent_um": 251,
  "synthDistinctLibCells": 98,
  "place_congestion": 1.05,
  "avgSynthCellArea_um2": 8.22,
  "synth_async_sr_flop_share": 1.00,
  "cts_tree": "built",
  "yosys_cells": 3777,
  "max_slew_violation_count": 0,
  "number_of_enable_type_register_cells_in_the_synthesized_netlist": 0,
  "chipArea_um2": 63100,
  "global_route_wire_length_before_repair_um": 157000,
  "timing.critical_path.required_ns": 28.49,
  "width_of_the_die_um": 251,
  "whs_ns": 0.476,
  "via_per_inst": 6.19,
  "finalClockSkew_ns": 0.0226,
  "max_cap_viol_count": 0,
  "setup.worst_path.start_class": "input pin",
  "antenna-diode-count": 0,
  "clock_insertion_delay_worst_skew_ns": 0.51,
  "layout_top_cell_excl_fill_tap": "nand2_1",
  "fmax_mhz": 83.6,
  "setup_viol": 0,
  "final_hold_violation_count": 0,
  "detail_route.drc_violations": 0,
  "grt_pass1_vias": 27600,
  "worstSetupPathType": "input pin to flip-flop",
  "yosys_most_used_dff": "dfrtp_1",
  "core_area_um2": 61600,
  "grt.total_usage": 0.332,
  "globalRoute.totalOverflow": 0,
  "regArea_um2": 4020,
  "ys_seq_share": 0.129,
  "drtAntennaViolNets": 0,
  "combGateArea_um2": 25000,
  "drt-wirelength-per-cell_um": 21.6,
  "cts_buffer_depth": 2,
  "synthesis.area_um2": 31100,
  "ctsRootBufferMaster": "clkbuf_16",
  "layout_top_cells": "nand2_1, inv_1, ha_1, nor2_1, a21oi_1",
  "place.detailed.hpwl_um": 78800,
  "postCtsResizedCells": 0,
  "cts.repair_timing.setup_buffer_count": 0,
  "total_of_hold_buffers_inserted_after_clock_tree_synthesis": 0,
  "critical_path.max_fanout": 28
}
==> through the flow <==
stage	utilization	cell area, µm²	setup WS [ns]
after global routing	0.541	33300	15.74
final	0.541	33300	16.13
after CTS	0.541	33300	16.18
after floorplan	-	31100	17.54
after detailed placement	0.531	32700	15.70
after global placement	0.531	32700	15.71
==> worst paths after layout <==
path | start | end | slack [ns] | cells after the start
max in group asynchronous | rst_n | iter_cnt[0] | 21.41 | 3
min in group asynchronous | rst_n | phase[24] | 5.00 | 1
max reg2reg | iter_cnt[1] | phase[1] | 17.64 | 35
max | start | phase[2] | 16.13 | 20
min | state[1] | state[3] | 0.48 | 0
min reg2reg | state[1] | state[3] | 0.48 | 0
==> area by class of cell <==
class                      instances  share of cell area
clock inverter                    14             0.00503
clock buffer                      18              0.0129
sequential                       160               0.121
tap                              837              0.0314
multi-input combinational       3090               0.749
inverter                         358              0.0403
timing repair buffer             150              0.0403
==> synth_stat cells (15+ instances only) <==
library cell  instances  area (µm²)
a211oi_1             48         360
a21boi_0             17         128
a21o_1               61         458
a21oi_1             251        1260
a31oi_1              47         294
and2_1               45         282
and3_1               26         163
buf_1                18        67.6
buf_2                22         110
buf_4                22         165
clkbuf_1            115         432
dfrtp_1             158        3950
fa_1                175        3500
ha_1                354        4430
inv_1               355        1330
mux2_2               24         270
mux2i_1              34         340
mux4_2               77        1730
nand2_1             360        1350
nand2b_1             34         213
nand3_1              72         360
nand4_1              23         144
nor2_1              293        1100
nor2b_1              30         188
nor3_1               86         430
nor3b_1              18         135
nor4_1               28         175
o2111ai_1            16         140
o211ai_1             50         375
o21a_1               40         300
o21ai_0             220        1100
o21bai_1             16         120
o22ai_1              15        93.8
o311ai_0             15         131
o31a_1               15         131
o31ai_1              49         368
or2_2                22         138
or3_1                45         282
or4_1                17         128
xnor2_1             133        1160
xor2_1               82         718
==> routing by layer <==
layer,routed length (µm),part of all wire,up-vias,global-route usage
met5,0,0,-,0
met4,4750,0.047,0,0.127
met3,5860,0.059,206,0.0544
met2,47800,0.48,1009,0.534
met1,41700,0.42,13700,0.460
li1,-,-,13700,-
==> cells by family after synthesis <==
group	after synthesis	synth area share
AOI/OAI and AO/OA	1048	0.224
xor gates and xnor gates	215	0.0606
adders and majority gates	529	0.255
buffers and inverters	540	0.0701
DFF	160	0.129
muxes	146	0.0848
other	1	0.000121
and+or+nand+nor	1138	0.176
==> worst max-delay path, stage by stage <==
cell and delay (ns):
clkdlybuf4s50_1 0.47, nor2_1 0.51, or3_1 0.64, a22o_1 0.36
inv_1 0.10, fa_1 0.41, nand2b_1 0.19, a21boi_0 0.34
o21ai_1 0.26, a31oi_1 0.49, nor2_1 0.08, a311oi_1 0.33
a21oi_1 0.20, or4_1 0.59, a2111oi_0 0.42, o311a_1 0.22
buf_4 0.32, nor2_1 0.23, a22o_1 0.28, a221o_1 0.30
